==> ./design.v <==
module fsm(clock,reset,coin,vend,state,change);
input clock;
input reset;
input [2:0]coin;
output vend;
output [2:0]state;
output [2:0]change;
reg vend;
reg [2:0]change;
wire [2:0]coin;
  parameter [2:0]FIVE_RUPEE=3'b001;
  parameter [2:0]TEN_RUPEE=3'b010;
  parameter [2:0]FIFTEEN_RUPEE=3'b011;
  parameter [2:0]TWENTY_RUPEE=3'b101;
  parameter [2:0]IDLE=3'b000;
  parameter [2:0]FIVE=3'b001;
  parameter [2:0]TEN=3'b010;
  parameter [2:0]FIFTEEN=3'b011;
  parameter [2:0]TWENTY=3'b100;
  parameter [2:0]TWENTYFIVE=3'b101;
reg [2:0]state,next_state;
always @(state or coin)
begin
next_state=0; 
case(state)
  IDLE: case(coin)  
FIVE_RUPEE: next_state =FIVE;
TEN_RUPEE: next_state =TEN;
TWENTY_RUPEE: next_state =TWENTY;
default: next_state =IDLE;
endcase
  FIVE: case(coin) 
FIVE_RUPEE: next_state =TEN;
TEN_RUPEE: next_state =FIFTEEN;
TWENTY_RUPEE: next_state =TWENTYFIVE;  
default: next_state =FIVE;
endcase
  TEN: case(coin)  
FIVE_RUPEE: next_state =FIFTEEN;
TEN_RUPEE: next_state =TWENTY;
TWENTY_RUPEE: next_state =IDLE;  
default: next_state =TEN;
endcase
  FIFTEEN: case(coin)  
FIVE_RUPEE: next_state =TWENTY;
TEN_RUPEE: next_state =TWENTYFIVE;
TWENTY_RUPEE: next_state =IDLE; 
default: next_state =FIFTEEN;
endcase
  TWENTY: case(coin)  
FIVE_RUPEE: next_state =TWENTYFIVE;
TEN_RUPEE: next_state=IDLE;  
TWENTY_RUPEE: next_state =IDLE; 
default: next_state =TWENTY;
endcase
TWENTYFIVE: next_state =IDLE;
default : next_state =IDLE;
endcase
end
  always @(posedge clock)
begin  
if(reset) begin
state <= IDLE;
vend <= 1'b0;
 change <= 3'b000;
end  
else state <= next_state;
 case (state) 
IDLE: begin vend <= 1'b0;
  change <=3'd0;
end
   FIVE: begin 
     if (coin==TWENTY_RUPEE) begin
        vend <= 1'b0;
       change <=3'd0;
     end
     else begin
        vend <= 1'b0;
       change <=3'd0;
     end
       end
     TEN: begin
       if (coin==TWENTY_RUPEE) begin 
     vend <= 1'b1;
    change <=3'd0; 
       end
  else  begin
     vend <= 1'b0;
    change <= 3'd0;
  end
    end
  FIFTEEN : begin
    if (coin==TWENTY_RUPEE) begin
      vend <= 1'b1; 
      change <=FIVE_RUPEE;
  end
    else begin
       vend <= 1'b0; 
      change<=3'd0;
    end
  end
    TWENTY : begin 
      if (coin==TEN_RUPEE) begin
        vend <= 1'b1;
        change <=3'd0;
      end
      else if (coin==TWENTY_RUPEE) begin
        vend <= 1'b1;
        change <=TEN_RUPEE;
      end
    end
        TWENTYFIVE : begin
          if(coin==FIVE_RUPEE) begin
          vend <= 1'b1;
          change <=3'd0;
          end
          else if(coin==TEN_RUPEE) begin
            vend <= 1'b1;
          change <=FIVE_RUPEE;
          end
          else begin
            vend <= 1'b1;
          change <=FIFTEEN_RUPEE;
          end
        end
default: state <= IDLE;
endcase
end
endmodule
==> ./run.sh <==
#!/bin/bash
# OpenROAD 26Q1-2900-gdf79404cd8, Yosys 0.63+post, stock flow scripts
make -C /OpenROAD-flow-scripts/flow DESIGN_CONFIG=/design/flow/config.mk WORK_HOME=/design/flow/orfs finish
==> ./config.mk <==
export PLATFORM = sky130hd
export DESIGN_NAME = fsm
export DESIGN_NICKNAME = fsm
export VERILOG_FILES = /design/flow/design.v
export SDC_FILE = /design/flow/constraint.sdc
export NUM_CORES = 4
export LEC_CHECK = 1
export CORE_AREA = 10 10 72 72
export DIE_AREA = 0 0 82 82
==> ./constraint.sdc <==
current_design fsm

set clk_period 2.5
set clk_io_pct 0.2

create_clock -name clk0 -period $clk_period [get_ports {clock}]

set non_clock_inputs [all_inputs -no_clocks]
set_input_delay [expr $clk_period * $clk_io_pct] -clock clk0 $non_clock_inputs
set_output_delay [expr $clk_period * $clk_io_pct] -clock clk0 [all_outputs]
==> impl_metrics.csv <==
group,metric,value,unit
outcome,run_status,"completed",
hold_path,worstHoldPathCells,1,
worst_setup_path,family_with_the_most_delay_on_the_worst_path,"buffers and inverters",
synth,synth.yosys.seq_area_share,34.6,%
synth,synth.yosys.chip_area,405,µm²
finish,layout_top_cells_excl_fill_tap,"11 x clkdlybuf4s50_1, 7 x dfxtp_1, 5 x nor2_1, 4 x nand2_1, 4 x o21ai_0",
timing,min_period_over_period,72.0,%
floorplanning,fp.dieH,82,µm
route,route.vias.total,410,
placement,finalWeightedCongestion,0.884,
clocking,cts.clk_slew.worst_paths,40,ps
worst_setup_path,startpoint_type,"flip-flop",
timing,final.hold.worst_slack,465,ps
finish,final_area,603,µm²
route,detail_route.antenna_diodes,0,
worst_setup_path,cell_by_cell_trace_of_the_critical_path,"clkdlybuf4s50_1",
pwr,power_per_cell_area,557,mW/mm²
placement,place_worst_setup_slack,495,ps
route,wire_per_inst,9.32,µm
synth,proportion_of_register_bits_with_asynchronous_set_or_reset_after_synthesis,0,%
synth,post_synth_inst_count,53,
timing,timing.final.max_slew_violations,0,
clocking,cts_repair_resize_count,0,
worst_setup_path,crit_path_depth,1,
route,vias_per_cell,3.63,
synth,flop_cell,"dfxtp_1",
clocking,h-tree-depth,1,
synth,synth.lib_cells_used.distinct,27,
route,post-route-drc-count,0,
timing,fin_crit,1800,ps
worst_setup_path,required,2000,ps
floorplanning,floorplan.die_area,0.00672,mm²
floorplanning,fp-row-count,22,
placement,placed_cell_area,558,µm²
worst_setup_path,r2r.worst_path.cells,3,
synth,ys_cells,53,
global_routing,grt_util_all_layers,3.34,%
timing,setup_repair_after_global_routing_missed_its_margin,"false",
synth,synthesis.area_per_instance,7.65,µm²
pwr,vdd.ir_drop.worst,0.416,mV
finish,drive_above_1_share,6.15,%
worst_setup_path,worst_setup_path_end_kind,"output pin",
worst_setup_path,critical_path.slowest_cell,"clkdlybuf4s50_1",
clocking,clock-root-buffer,"clkbuf_8",
run,total_of_max_cap_violations,0,
floorplanning,pin_count,12,
timing,post-route-worst-setup-slack,699,ps
timing,final-setup-viol-count,0,
route,ant_nets,0,
route,drt_iter0_drc,27,
floorplanning,placeableCoreArea,0.00369,mm²
finish,syn_to_final_growth,48.8,%
worst_setup_path,max_stage_delay,550,ps
finish,finalCoreUtilization,16.4,%
global_routing,grt_pass1_vias,370,
synth,yosysWarningCount,1,
finish,leading_cell_type_in_the_layout_fill_and_taps_excluded,"clkdlybuf4s50_1",
synth,edff_count_synth,0,
run,openroad.warnings,25,
timing,timing_worst_slew_pin_value,356,ps
hold_path,kind_of_path_behind_the_tightest_hold_check,"flip-flop to flip-flop",
clocking,clkLatencyLatePin,220,ps
floorplanning,fp_util,11.0,%
clocking,cts.hold.buffers_added,0,
worst_setup_path,crit_type,"flip-flop to output pin",
pwr,total_power,336,µW
placement,placed_cells_incl_taps,109,
clocking,cts_tree,"yes",
global_routing,initial_antenna_violation_count,0,
route,wirelength,1050,µm
clocking,tritoncts_num_sinks,7,
timing,fmax,0.555,GHz
placement,detailedPlacementHpwl,825,µm
timing,slew_headroom,75.9,%
floorplanning,die_w,82,µm
synth,post-synth-top-area-cell,"dfxtp_1",
route,drt-pass1-iter-count,4,
finish,stdcell_count,113,
worst_setup_path,worstPathMaxFanout,13,
synth,postSynthRegisterBits,7,
timing,final_hold_viol_count,0,
synth,yosysTopAreaCellShare,34.6,%
global_routing,grt_start_max_net_pins,14,
synth,synthesis.area,405,µm²
synth,synth.top_cells.by_area,"dfxtp_1 35%, o21ai_0 4.9%, nor2_1 4.6%",
pwr,total_leakage_power,0.200,nW
clocking,buffer_depth_of_the_longest_clock_path,2,
global_routing,global_route.overflow_total,0,
global_routing,global_route_wire_length_before_repair,1790,µm
worst_setup_path,critical_path.n_buffers_inverters,1,
timing,finalClockSkew,3.04,ps
clocking,postCtsSetupBuffers,0,
worst_setup_path,worstPathArrival,1300,ps
clocking,numCtsBuffers,3,
timing,final.setup.tns,0,ps
placement,buffer_ports.inserted,11,
[kinds of logic after synthesis]
group                  after synthesis  synth area share, %
AOI/OAI and AO/OA                   14                 21.6
buffers and inverters                5                 6.17
and+or+nand+nor                     27                 37.7
DFF                                  7                 34.6
[area by class of cell]
type,instances,area (µm²)
Fill cell,432,3090
Multi-Input combinational cell,41,240
Sequential cell,7,140
Timing Repair Buffer,11,110
Tap cell,48,60.1
Clock buffer,4,45.0
Inverter,2,7.51
[final timing paths]
check / startpoint / endpoint / slack, ps
max: state[1] / state[1] / 700
max reg2reg: state[1] / change[0] / 1180
min reg2reg: change[2] / change[2] / 460
min: change[2] / change[2] / 460
[cell usage after synthesis, types with 2 or more instances]
| library cell | number |
|---|---|
| dfxtp_1 | 7 |
| nor2_1 | 5 |
| nand2_1 | 4 |
| o21ai_0 | 4 |
| a21oi_1 | 3 |
| nor3_1 | 3 |
| buf_2 | 2 |
| inv_1 | 2 |
| nand2b_1 | 2 |
| nand3_1 | 2 |
| nand4b_1 | 2 |
| nor2b_1 | 2 |
[where the power goes]
| part | switching, mW | internal (mW) | total (mW) |
|---|---|---|---|
| Sequential | 0.0119 | 0.118 | 0.130 |
| Combinational | 0.0221 | 0.0300 | 0.0521 |
| Clock | 0.0439 | 0.110 | 0.154 |
[flip-flops by register name, summed over array words and instances, names as in the netlist]
| name | count |
|---|---|
| change | 3 |
| state | 3 |
| vend | 1 |
[per-layer routing]
layer | track usage (%) | vias to the layer above | part of all wire (%)
met1 | 5.30 | 176 | 53
li1 | - | 214 | -
met3 | 1.87 | 0 | 11
met4 | 0 | 0 | 0
met5 | 0 | - | 0
met2 | 3.92 | 20 | 37
No activity file was given, so power comes from the tool's default toggle rates.
